### config.mk
export PLATFORM = sky130hd
export DESIGN_NAME = BoothMult
export DESIGN_NICKNAME = BoothMult
export VERILOG_FILES = /design/flow/design.v
export SDC_FILE = /design/flow/constraint.sdc
export NUM_CORES = 4
export LEC_CHECK = 1
export CORE_AREA = 10 10 73 73
export DIE_AREA = 0 0 83 83
### constraint.sdc
current_design BoothMult

set clk_period 6.9
set clk_io_pct 0.2

create_clock -name clk0 -period $clk_period

set non_clock_inputs [all_inputs -no_clocks]
set_input_delay [expr $clk_period * $clk_io_pct] -clock clk0 $non_clock_inputs
set_output_delay [expr $clk_period * $clk_io_pct] -clock clk0 [all_outputs]
### design.v
`timescale 1ns / 1ps
module BoothMult(a,b,p);
	input [3:0] a,b;  
	output reg [7:0] p;
	reg [3:0] acc;
	reg q0;
	integer ii;
	reg [3:0] Q,M;
	reg [1:0] check_1;
	reg [8:0] SAR;
	reg SAR_MSB;
	always@(a,b)
		begin
			M = a;  
			Q = b;  
			acc = 0;  
			q0 = 0;
			for (ii = 4; ii > 0; ii = ii - 1) begin
				check_1 = {Q[0],q0};
				if (check_1 == 2'b10)
					acc = acc + (~M + 1);	
				else if (check_1 == 2'b01)
					acc = acc + M;
				SAR = {acc,Q,q0};
				SAR_MSB = SAR[8];
				SAR = SAR >> 1;
				SAR[8] = SAR_MSB;
				q0 = SAR[0];
				Q = SAR[4:1];
				acc = SAR[8:5];
			end
			p = SAR[8:1];
		end
endmodule
### run.sh
#!/bin/bash
# OpenROAD 26Q1-2900-gdf79404cd8, Yosys 0.63+post, stock flow scripts
make -C /OpenROAD-flow-scripts/flow DESIGN_CONFIG=/design/flow/config.mk WORK_HOME=/design/flow/orfs finish
==> flow_summary_export.csv <==
group,metric,value,unit
critical_path,crit_start,"a[1]",
timing,fin_ws,0.253,ns
clock_tree,holdBufCountCts,0,
critical_path,arrival,5.27,ns
power,power_report.internal_total,109,µW
placement,place_area,1360,µm²
power,clock_power_share,0,%
global_route,grt_max_degree,16,
floorplanning,die_y,83,µm
placement,place_ws,-0.623,ns
detailed_routing,viasPerCell,4.56,
power,p_leak,0.000658,µW
cells_and_area,clkbuf_count,0,
critical_path,worstPathRequired,5.52,ns
detailed_routing,ant_nets,0,
timing,max_slew.worst_pin.slew,0.340,ns
run,tool_warnings,32,
detailed_routing,vias,949,
detailed_routing,drtIter0Drc,9,
timing,drv_slew,0,
logic_synthesis,ys_chip_area,957,µm²
worst_hold_path,hp-class,"in -> out",
cells_and_area,design.seq.count,0,
floorplanning,placementRows,22,
power,p_switching,81.8,µW
power,power_frac_comb,100.0,%
logic_synthesis,top_cell_area_share,17.0,%
placement,place_hpwl,1.94,mm
cells_and_area,post-route-util,39.3,%
floorplanning,die-area,6890,µm²
global_route,grt_pass1_vias,938,
worst_hold_path,min_from,"a[0]",
floorplanning,pin_count,16,
logic_synthesis,syn_avg_cell_area,8.32,µm²
logic_synthesis,yosysUniqueCellTypes,40,
detailed_routing,firstDrtPassIters,2,
global_route,grt_first_pass_wirelength,4.22,mm
timing,max_slew_margin,77.3,%
logic_synthesis,synth_cells,115,
run,cap_violations,0,
global_route,grt_usage,6.78,%
power,finalPower,191,µW
status,status,"finished clean",
critical_path,cp_max_fo,3,
timing,period_used_share,96.3,%
cells_and_area,regArea,0,µm²
detailed_routing,insertedDiodeCount,0,
timing,finalCriticalPeriod,6.65,ns
floorplanning,fp.dieW,83,µm
logic_synthesis,ys_cells,115,
cells_and_area,final_layout_size_suffix_gt1_share,44.4,%
critical_path,crit_type,"in -> out",
power,peakVddDrop,30.6,µV
cells_and_area,fin_area,1470,µm²
timing,fmax,150,MHz
placement,port_buffers,16,
logic_synthesis,postSynthSeqShare,0,%
timing,setup_violations,0,
detailed_routing,drc,0,
detailed_routing,drt-total-wl,2.44,mm
power,p_per_area,130,nW/µm²
logic_synthesis,synth_area,957,µm²
logic_synthesis,largest_area_cell,"ha_1",
critical_path,crit_path_end_kind,"output port",
timing,hold_viol,0,
floorplanning,fp-utilization,25.6,%
logic_synthesis,yosys-top-cells-area,"ha_1 17%, fa_1 8.4%, xnor2_1 8.2%, xnor2_2 5.1%, inv_1 4.3%",
global_route,antenna_found_initial,0,
global_route,grt-ovfl-total,0,
placement,place.gp.congestion,0.849,
logic_synthesis,yosysWarnings,1,
detailed_routing,wire_per_inst,11.7,µm
power,seqPwrFrac,0,%
critical_path,critPathLaunchType,"input port",
power,switching_share,42.8,%
cells_and_area,syn_to_final_growth,53.7,%
floorplanning,core-area,3740,µm²
-- worst max-delay path: stages --
cell           delay, ns
clkbuf_2            0.10
inv_2               0.05
ha_4                0.17
xnor2_4             0.17
nand2_2             0.08
xnor2_1             0.15
ha_2                0.28
mux2_2              0.26
nand2_1             0.06
o21ai_1             0.09
ha_2                0.21
fa_2                0.53
inv_1               0.04
a22o_1              0.20
a31oi_1             0.17
ha_2                0.21
inv_1               0.05
fa_1                0.40
xnor2_1             0.14
a22oi_1             0.20
o31ai_2             0.09
dlygate4sd2_1       0.24
-- layer usage --
metal / vias to the layer above / share of wire, % / track usage, %
li1: 503 / - / -
met1: 437 / 50 / 9.04
met2: 9 / 47 / 11.9
met3: 0 / 3.4 / 0.886
met4: 0 / 0 / 0
met5: - / 0 / 0
-- final cells by class --
| class | instances | area, µm² |
|---|---|---|
| fill | 390 | 2270 |
| inverter | 11 | 41.3 |
| multi-input combinational | 98 | 968 |
| tap | 48 | 60.1 |
| timing repair buffer | 51 | 402 |
-- layout by cell type (no fill, tap or decap), types with 4 or more instances in the layout --
master,Yosys,final
a21oi_2,1,5
xnor2_1,9,9
a21o_1,4,4
ha_1,13,7
buf_4,2,34
nand2_1,8,6
clkbuf_2,0,5
nor2b_1,4,4
a31oi_1,5,4
xor2_1,4,4
inv_1,11,8
clkdlybuf4s50_1,0,8
-- timing repair --
action	CTS	global route
pin swaps	12	11
gates resized	24	14
endpoints found under the setup margin	4	4
buffers inserted	6	2
-- cell families (layout without fill, tap and decap cells) --
group                      Yosys count  in the layout  synth area share [%]
adders and majority gates           17             17                  25.4
buffers and inverters               17             62                  7.71
and+or+nand+nor                     26             26                  16.7
xor gates and xnor gates            16             16                  17.0
muxes                                3              3                  3.40
AOI/OAI and AO/OA                   36             36                  29.8
-- cells in the mapped netlist --
cell	number
ha_1	13
inv_1	11
xnor2_1	9
nand2_1	8
a21oi_1	7
a31oi_1	5
a21o_1	4
fa_1	4
nor2b_1	4
o21ai_0	4
xor2_1	4
nor2_1	3
xnor2_2	3
a22o_1	2
a22oi_1	2
and2_1	2
buf_2	2
buf_4	2
clkbuf_1	2
mux2_2	2
nand2b_1	2
o21a_1	2
a211oi_1	1
a21oi_2	1
a22oi_2	1
a22oi_4	1
a311oi_4	1
and3_1	1
mux2i_1	1
nand3_2	1
nand3b_1	1
nand4bb_1	1
nor3_2	1
nor4b_1	1
nor4b_2	1
o211ai_1	1
o21ai_2	1
o21bai_1	1
o31ai_2	1
o41ai_1	1
-- per-stage QoR --
step                 TNS, ns  hold slack [ns]  instances
finish                     0             3.56        208
global route        -0.00196             3.60        208
floorplan                  0             2.78        115
CTS                        0             3.71        206
detailed placement     -2.24             3.85        200
global placement       -2.02             3.84        200
-- worst paths after layout --
| kind | end | cells after the start | slack, ns |
|---|---|---|---|
| worst max-delay path | p[5] | 22 | 0.25 |
| worst min-delay path | p[1] | 5 | 3.56 |
-- power groups by stage --
stage	Clock [µW]	Sequential (µW)	Combinational (µW)
after global routing	0	0	216
after CTS	0	0	188
final	0	0	191
Power figures rest on the tool's default switching activity, not on a simulated workload.
