`design.v`:
```
module NonRestoringDivisionAlgo(Q,M,Quot,Rem);
	input [3:0] Q;
	input [4:0] M;  
	output reg [3:0] Quot;
	output reg [4:0] Rem;  
	reg [4:0] A;
	reg [8:0] AQ;
	integer ii;
	always@(Q,M)
	begin
		A = 0;
		AQ = {A,Q};
		for(ii = 4; ii > 0; ii = ii - 1) begin
			if (AQ[8] == 0) begin
				AQ = AQ << 1;
				AQ[8:4] = AQ[8:4] - M;
			end
			else if (AQ[8] == 1) begin
				AQ = AQ << 1;
				AQ[8:4] = AQ[8:4] + M;
			end
			if (AQ[8] == 0)
				AQ[0] = 1;
			else if (AQ[8] == 1)
				AQ[0] = 0;
		end
		if (AQ[8] == 1)
			AQ[8:4] = AQ[8:4] + M;
		Quot = AQ[3:0];
		Rem = AQ[8:4];
	end
endmodule
```
`run.sh`:
```
#!/bin/bash
# OpenROAD 26Q1-2900-gdf79404cd8, Yosys 0.63+post, stock flow scripts
make -C /OpenROAD-flow-scripts/flow DESIGN_CONFIG=/design/flow/config.mk WORK_HOME=/design/flow/orfs finish
```
`config.mk`:
```
export PLATFORM = sky130hd
export DESIGN_NAME = NonRestoringDivisionAlgo
export DESIGN_NICKNAME = NonRestoringDivisionAlgo
export VERILOG_FILES = /design/flow/design.v
export SDC_FILE = /design/flow/constraint.sdc
export NUM_CORES = 4
export LEC_CHECK = 1
export CORE_AREA = 10 10 75 75
export DIE_AREA = 0 0 85 85
```
`constraint.sdc`:
```
current_design NonRestoringDivisionAlgo

set clk_period 12.3
set clk_io_pct 0.2

create_clock -name clk0 -period $clk_period

set non_clock_inputs [all_inputs -no_clocks]
set_input_delay [expr $clk_period * $clk_io_pct] -clock clk0 $non_clock_inputs
set_output_delay [expr $clk_period * $clk_io_pct] -clock clk0 [all_outputs]
```
==> results.txt <==
run results: outcome finished clean, synthesized instance count 123, # rows 23, Die Footprint 7230 um2, count of unresolved DRC violations after routing 0, Top cells excl fill/tap ha_1 (20), clkdlybuf4s50_1 (18), buf_4 (14), inv_1 (12), nor2_1 (11), class of the tightest hold or removal check input pin to output port, number of warnings the tools reported 34, area growth from synthesis to layout 31.8%, routed wire length 2.44 mm, leftover overflow at the end of global routing 0, number of hold buffers added after cts 0, Core Box Area 4060 um2, number of nets with antenna violations after detailed routing 0, number of warning messages in the yosys log 1, worst slew margin relative to its limit 0.741, FFs & Latches 0, clock buffer instance count of the final layout 0, setup repair after global routing missed its margin false, initial detailed-routing violation count 36, count of distinct cell types in the synthesized netlist 37, maximum fanout count along the critical path 7, core utilization before placement 0.268, global-route usage over all layers 0.0665, Bufs and invs on worst path 5, PostCTS Resize Cnt 0, total via count in the routed design 891, final hold vios 0, power density of the placed cells 390 nW/um2, horizontal die dimension 85 um, floorplan die height 85 um, slew at the pin closest to its max-slew limit 0.383 ns, initial antenna violation count 0, I/O pin count 18, kind of cell adding the most delay to the critical path adder cells, peak ir drop on the vdd network 0.173 mV, Final GP Congestion 0.834, data required time at the worst endpoint 9.84 ns, arrival time of data at the critical path endpoint 9.30 ns, Top cell excl fill/tap ha_1, layout cell share with drive strength beyond 1 0.230, via count of the first global-routing pass 874, number of optimization iterations in the first detailed-route pass 4, largest area contributor in the synthesized netlist ha_1, post-CTS setup-driven buffer insertion count 0, Total Power 0.559 mW, average wire length per cell after detail routing 12.1 um, yosys stat cell total 123, Leakage Power 0.712 nW, final period utilization 0.956, Worst setup EP type output port, worst slack on hold paths 6.00 ns, CP max stage cell fa_1, vias per inst 4.41, wire length of the first global-routing pass 4.16 mm, Sum Neg Setup Slack 0 ns, maximum operating frequency 85.1 MHz, final setup fails 0, largest net degree at the start of global routing 15, Avg Cell Area, Syn 8.85 um2, number of max-slew violations in the final report 0, post-synth area from yosys stat 1090 um2, min Tclk post-route 11.76 ns, largest incremental delay on the critical path 0.49 ns, max-cap viol count 0, category of the critical setup timing path input pin to output port, post-detailed-placement half-perimeter wirelength 2.08 mm, ant diodes 0, Sequential cell area 0 um2, Largest cells by area ha_1 (23%), fa_1 (7.4%), xnor2_1 (6.4%), Critical Path Source Type input pin, area share of the leading cell type in the synthesized netlist 0.230, Post-synth seq share 0, summed instance area of the synthesized netlist 1090 um2, port bufs 18
## cell type report
cell class / instances / area [um2]
inverter: 13 / 48.8
timing repair buffer: 32 / 285
fill: 411 / 2620
tap: 50 / 62.6
multi-input combinational: 107 / 1040
## path summary, 6_finish.rpt
check,slack (ns),start,to,depth (start not counted)
worst max-delay path,0.54,Q[3],Rem[0],32
worst min-delay path,6.00,Q[0],Rem[0],5
## report_power, final
group / internal, mW / switching [mW]
Combinational: 0.339 / 0.220
Sequential: 0 / 0
Clock: 0 / 0
Total: 0.339 / 0.220
## through the flow
stage | instance area [um2] | setup slack [ns] | cells | util
final | 1440 | 0.542 | 202 | 0.354
after global routing | 1440 | 0.0521 | 202 | 0.354
after CTS | 1410 | 0.141 | 202 | 0.348
after detailed placement | 1410 | 0.172 | 202 | 0.348
after global placement | 1410 | 0.159 | 202 | 0.348
after floorplan | 1090 | 1.39 | 123 | -
## synthesized netlist by cell type (all sizes together) (3+ instances only)
library cell   n
xnor2          9
nand2          5
ha            20
fa             4
xnor3          3
xor2           8
a21o           7
buf            3
o21ai          7
inv           13
a21oi         10
nor2          12
## metal layers
layer,up-vias,track usage,part of all wire
met2,10,0.113,0.45
met4,0,0,0
li1,489,-,-
met5,-,0,0
met1,392,0.0935,0.51
met3,0,0.00771,0.037
## worst min-delay path: cells and delay by family
family	cells	cell delay (ns)
adders and majority gates	1	0.12
buffers and inverters	3	0.89
xor gates and xnor gates	1	0.06
## kinds of logic (layout without fill, tap and decap cells)
logic type,after synthesis,after routing,synth area share
buffers and inverters,16,45,0.0690
adder cells (fa/ha/maj),24,24,0.303
XOR/XNOR,21,21,0.230
AND-OR/OR-AND,33,33,0.226
multiplexers,4,4,0.0655
AND/OR/NAND/NOR,25,25,0.106
Power is estimated from default activity; no workload was simulated.
