**flow/design.v**
```verilog
`timescale 1ns / 1ps
module FA(a,b,cin,s,cout);
	input a,b,cin;
	output s,cout;
	assign s = a^b^cin;
	assign cout = a&b | b&cin | cin&a;
endmodule
`timescale 1ns / 1ps
module BaughWooleyMult(a,b,p);
	input [3:0] a,b;
	output [7:0] p;
	wire [11:0] int_s;
	wire [19:0] int_c;
	WhiteCell W1 (a[0],b[0],1'b0,1'b0,p[0],int_c[0]);
	WhiteCell W2 (a[1],b[0],1'b0,1'b0,int_s[0],int_c[1]);
	WhiteCell W3 (a[2],b[0],1'b0,1'b0,int_s[1],int_c[2]);
	GrayCell G1 (a[3],b[0],1'b0,1'b0,int_s[2],int_c[3]);
	WhiteCell W4 (a[0],b[1],int_s[0],int_c[0],p[1],int_c[4]);
	WhiteCell W5 (a[1],b[1],int_s[1],int_c[1],int_s[3],int_c[5]);
	WhiteCell W6 (a[2],b[1],int_s[2],int_c[2],int_s[4],int_c[6]);
	GrayCell G2 (a[3],b[1],1'b0,int_c[3],int_s[5],int_c[7]);
	WhiteCell W7 (a[0],b[2],int_s[3],int_c[4],p[2],int_c[8]);
	WhiteCell W8 (a[1],b[2],int_s[4],int_c[5],int_s[6],int_c[9]);
	WhiteCell W9 (a[2],b[2],int_s[5],int_c[6],int_s[7],int_c[10]);
	GrayCell G3 (a[3],b[2],1'b0,int_c[7],int_s[8],int_c[11]);
	GrayCell G4 (a[0],b[3],int_s[6],int_c[8],p[3],int_c[12]);
	GrayCell G5 (a[1],b[3],int_s[7],int_c[9],int_s[9],int_c[13]);
	GrayCell G6 (a[2],b[3],int_s[8],int_c[10],int_s[10],int_c[14]);
	WhiteCell W10 (a[3],b[3],1'b0,int_c[11],int_s[11],int_c[15]);
	FA F1(1'b1,int_c[12],int_s[9],p[4],int_c[16]);
	FA F2(int_c[16],int_c[13],int_s[10],p[5],int_c[17]);
	FA F3(int_c[17],int_c[14],int_s[11],p[6],int_c[18]);
	FA F4(int_c[18],int_c[15],1'b1,p[7],int_c[19]);
endmodule
module GrayCell(a,b,si,ci,so,co);
	input a,b,si,ci;
	output so,co;
	wire x;
	nand (x,a,b);
	FA f1(x,si,ci,so,co);
endmodule
module WhiteCell(a,b,si,ci,so,co);
	input a,b,si,ci;
	output so,co;
	wire x;
	and (x,a,b);
	FA f1(x,si,ci,so,co);
endmodule
```
**flow/run.sh**
```bash
#!/bin/bash
# OpenROAD 26Q1-2900-gdf79404cd8, Yosys 0.63+post, stock flow scripts
make -C /OpenROAD-flow-scripts/flow DESIGN_CONFIG=/design/flow/config.mk WORK_HOME=/design/flow/orfs finish
```
**flow/config.mk**
```make
export PLATFORM = sky130hd
export DESIGN_NAME = BaughWooleyMult
export DESIGN_NICKNAME = BaughWooleyMult
export VERILOG_FILES = /design/flow/design.v
export SDC_FILE = /design/flow/constraint.sdc
export NUM_CORES = 4
export LEC_CHECK = 1
export CORE_AREA = 10 10 70 70
export DIE_AREA = 0 0 80 80
```
**flow/constraint.sdc**
```tcl
current_design BaughWooleyMult

set clk_period 3.7
set clk_io_pct 0.2

create_clock -name clk0 -period $clk_period

set non_clock_inputs [all_inputs -no_clocks]
set_input_delay [expr $clk_period * $clk_io_pct] -clock clk0 $non_clock_inputs
set_output_delay [expr $clk_period * $clk_io_pct] -clock clk0 [all_outputs]
```
==> summary.txt <==
Implementation results

The run finished, with violations left. The final reports fail on negative setup slack. Along the worst path, the maximum fanout reaches 3. The minimum clock period after layout is 3.969 ns.

The finished layout reports a core utilization of 17.77%. The detailed router finished its first iteration with 16 violations. The upper clock frequency limit is 251.9 MHz. The area of all placed cells without fillers is 606.8 um2.

The global-route wire length before repair is 1.580 mm. On the worst path, the slowest cell contributes a delay of approximately 0.54 ns. The count of clock-net buffers in the final layout is 0. In this run the cell area of the synthesized design comes to 400.4 um2. The number of antenna-violating nets in the routed design is 0. The worst slew margin relative to its limit is 89.84%. The worst setup path is captured at a primary output. The worst path uses 107.3% of the clock period. The overall die height is 80 um. Summed over all layers, the global routing overflow is 0. The via count of the first global-routing pass is 341. In the placement report, post-DP HPWL is listed as 817.4 um. The worst setup timing slack at the placement stage is -1.072 ns.

The leakage power summed over all cells is 0.2787 nW. The required time at the worst-slack endpoint is just under 3 ns. The startpoint type of the worst setup path is an input port. According to the floorplan log, the row count is 21. A synthesized cell averages between 8 and 9 um2. The slowest stage of the critical path is the sky130_fd_sc_hd__fa_1 cell.

The number of placed instances, taps included, is approximately 110. The core box area is 3416 um2. At the end of routability-driven placement, the weighted congestion stood at 0.7294. The cell area after placement is 605.6 um2.

The placement report lists the number of port buffers as 16. In this run the full chip footprint comes out at around 6400 um2. The footprint of the flip-flops and latches is 0 um2. Across all layers, the routed design uses 312 vias. The type of the most critical hold path is input port to primary output. The routed layout reports a DRC error count of 0. The tool flagged a number of max-cap violations equal to 0. Setup repair after global routing could not meet its margin everywhere. The count of hold buffers inserted by post-cts repair is 0.

The synthesized chip area reported by yosys is 400.4 um2. The script reports the combined buffer and inverter count of the critical path as 6. The final count of negative-setup-slack endpoints is 2. The yosys cell count is 48. In this run the horizontal extent of the chip is 80 um. The total wirelength of the detailed-routed design is 875 um.

For this design the ratio of total power to cell area is 182.2 nW/um2. The worst hold slack after final layout is 2.105 ns. Pins over their slew limit in the final report were tallied at 0. The post-layout worst setup margin is -0.2694 ns. The sequential cell count is 0. The instance count of the mapped netlist is 48. Entering global routing, the biggest net connects 5 pins. The initial antenna violation count was 0. The number of inserted diodes is 0. The portion of the post-synthesis area used by sequential elements is 0%. The post-synthesis to final-layout area growth is 51.56%.

The transition time of the tightest slew-check pin is 0.1519 ns. The synthesis report lists the Yosys warning total as 0. The final hold violation count is 0. The share of the core filled by cells before placement is 11.72%. Counting distinct cell types in the post-synthesis netlist gives 6. The script logs the ratio of routed vias to standard cells as 2.943. The OpenROAD warning count is 35. The overall routing resource usage is under 10%. The number of standard cells in the layout, taps in and fillers out is about 110. During I/O placement, the number of pins put on the boundary was 16. Looking at the setup timing report, the critical path kind is input port to primary output. TritonRoute output was used to compute an average wire per cell of 8.255 um. The largest delay contributor family on the critical path is adder cells. The worst path arrival time is 3.23 ns.

For reference, the critical path cell chain is buf_8 > and2_4 > ha_4 > fa_1 > fa_1 > inv_2 > ha_4 > inv_2 > fa_2 > inv_2 > fa_1 > inv_1 > buf_2. The iteration count recorded for the first detailed-route pass is 2. The analysis reports a worst IR drop on VDD of 0.02455 mV. The post-route netlist has 43.33% of its cells at a drive strength greater than 1.
[Yosys cell counts, drive strengths merged]
| cell | count | area [um2] |
|---|---|---|
| fa | 8 | 160.2 |
| inv | 12 | 45.04 |
| buf | 8 | 60.06 |
| ha | 4 | 50.05 |
| and2 | 10 | 62.56 |
| nand2 | 6 | 22.52 |
[per-stage QoR]
step,total power [mW],setup TNS (ns)
after global routing,0.1348,-0.7079
final,0.1106,-0.4725
after detailed placement,0.1213,-3.056
after CTS,0.1089,-0.6550
after global placement,0.1216,-3.026
after floorplan,0.07944,-0.1257
[final timing paths]
| path | from | depth (start not counted) | end | slack [ns] |
|---|---|---|---|---|
| worst max-delay path | a[2] | 13 | p[6] | -0.27 |
| worst min-delay path | a[3] | 6 | p[6] | 2.10 |
[where the power goes]
part / total [mW] / internal [mW] / switching, mW
registers: 0 / 0 / 0
logic: 0.111 / 0.0685 / 0.0420
clock network: 0 / 0 / 0
total: 0.111 / 0.0685 / 0.0420
[layout make-up]
| type | instances | area [um2] |
|---|---|---|
| Multi-Input combinational cell | 28 | 340.3 |
| Timing Repair Buffer | 20 | 163.9 |
| Tap cell | 46 | 57.56 |
| Fill cell | 390 | 2809 |
| Inverter | 12 | 45.04 |
[cell usage in the layout (no fill, tap or decap), drive strengths merged]
cell	n
and2	10
inv	12
ha	4
clkbuf	1
dlygate4sd2	2
fa	8
nand2	6
buf	11
clkdlybuf4s50	6
[per-layer routing]
layer / up-vias / share of wire, % / routed length [um] / track usage, %
li1: 153 / - / - / -
met1: 150 / 46 / 403 / 3.872
met2: 9 / 45 / 398 / 5.297
met3: 0 / 8.3 / 73 / 0.6818
met4: 0 / 0 / 0 / 0
met5: - / 0 / 0 / 0
[tightest hold or removal path: stages]
cell and delay (ns):
sky130_fd_sc_hd__buf_2 0.11, sky130_fd_sc_hd__buf_4 0.13, sky130_fd_sc_hd__nand2_1 0.08, sky130_fd_sc_hd__fa_1 0.16, sky130_fd_sc_hd__inv_1 0.03, sky130_fd_sc_hd__buf_2 0.10
[cell families (layout without fill, tap and decap cells)]
logic type,count (synthesis),in the layout,share of synthesized area (%)
simple gates,16,16,21.25
buf+inv,20,32,26.25
fa+ha+maj,12,12,52.50
[what timing repair did]
item                                   in CTS  in global routing
pin swaps                                   9                  6
setup endpoints to repair                   5                  4
endpoints found under the hold margin       0                  0
buffers inserted                            0                  1
gates resized                              38                  5
No activity file was given, so power comes from the tool's default toggle rates.
